===== design/flow/run.sh =====
#!/bin/bash
# OpenROAD 26Q1-2900-gdf79404cd8, Yosys 0.63+post, stock flow scripts
make -C /OpenROAD-flow-scripts/flow DESIGN_CONFIG=/design/flow/config.mk WORK_HOME=/design/flow/orfs finish

===== design/flow/config.mk =====
export PLATFORM = sky130hd
export DESIGN_NAME = fft_audio
export DESIGN_NICKNAME = fft_audio
export VERILOG_FILES = /design/flow/design.v
export SDC_FILE = /design/flow/constraint.sdc
export NUM_CORES = 4
export LEC_CHECK = 1
export CORE_UTILIZATION = 40

===== design/flow/constraint.sdc =====
current_design fft_audio

set clk_period 4.6
set clk_io_pct 0.2

create_clock -name clk0 -period $clk_period [get_ports {ac97_bit_clock}]
create_clock -name clk1 -period $clk_period [get_ports {clock_27mhz}]

set non_clock_inputs [all_inputs -no_clocks]
set_input_delay [expr $clk_period * $clk_io_pct] -clock clk0 $non_clock_inputs
set_output_delay [expr $clk_period * $clk_io_pct] -clock clk0 [all_outputs]

===== design/flow/design.v =====
module fft_audio (clock_27mhz, reset, volume,
                  audio_in_data, audio_out_data, ready,
	          audio_reset_b, ac97_sdata_out, ac97_sdata_in,
                  ac97_synch, ac97_bit_clock, mode_in, mode_out, insource);
   input clock_27mhz;
   input reset;
   input [4:0] volume;
   output [15:0] audio_in_data;
   input [15:0] audio_out_data;
   output ready;
   output audio_reset_b;
   output ac97_sdata_out;
   input ac97_sdata_in;
   output ac97_synch;
   input ac97_bit_clock;
   input mode_in, mode_out;
   input insource;
   wire [2:0] source;
   assign source = {insource, 2'b00};
   wire [7:0] command_address;
   wire [15:0] command_data;
   wire command_valid;
   wire [19:0] left_in_data, right_in_data;
   wire [19:0] left_out_data, right_out_data;
   reg audio_reset_b;
   reg [9:0] reset_count;
   always @(posedge clock_27mhz) begin
      if (reset) begin
         audio_reset_b = 1'b0;
         reset_count = 0;
      end else if (reset_count == 1023)
        audio_reset_b = 1'b1;
      else
        reset_count = reset_count+1;
   end
   wire ac97_ready;
   ac97 ac97(ac97_ready, command_address, command_data, command_valid,
             left_out_data, 1'b1, right_out_data, 1'b1, left_in_data,
             right_in_data, ac97_sdata_out, ac97_sdata_in, ac97_synch,
             ac97_bit_clock);
   reg [2:0] ready_sync;
   always @ (posedge clock_27mhz) begin
     ready_sync <= {ready_sync[1:0], ac97_ready};
   end
   assign ready = ready_sync[1] & ~ready_sync[2];
   wire [19:0] sine_data;
   tone750hz t7h (.clock(clock_27mhz), .ready(ready), .pcm_data(sine_data));
   reg [15:0] out_data;
   always @ (posedge clock_27mhz)
     if (ready) out_data <= audio_out_data;
   assign audio_in_data = (mode_in) ? sine_data[19:4] : left_in_data[19:4];
   assign left_out_data = (mode_out) ? {audio_in_data, 4'b0000} : {out_data, 4'b0000};
   assign right_out_data = left_out_data;
   ac97commands cmds(clock_27mhz, ready, command_address, command_data,
                     command_valid, volume, source);
endmodule
module ac97 (ready,
             command_address, command_data, command_valid,
             left_data, left_valid,
             right_data, right_valid,
             left_in_data, right_in_data,
             ac97_sdata_out, ac97_sdata_in, ac97_synch, ac97_bit_clock);
   output ready;
   input [7:0] command_address;
   input [15:0] command_data;
   input command_valid;
   input [19:0] left_data, right_data;
   input left_valid, right_valid;
   output [19:0] left_in_data, right_in_data;
   input ac97_sdata_in;
   input ac97_bit_clock;
   output ac97_sdata_out;
   output ac97_synch;
   reg ready;
   reg ac97_sdata_out;
   reg ac97_synch;
   reg [7:0] bit_count;
   reg [19:0] l_cmd_addr;
   reg [19:0] l_cmd_data;
   reg [19:0] l_left_data, l_right_data;
   reg l_cmd_v, l_left_v, l_right_v;
   reg [19:0] left_in_data, right_in_data;
   initial begin
      ready <= 1'b0;
      ac97_sdata_out <= 1'b0;
      ac97_synch <= 1'b0;
      bit_count <= 8'h00;
      l_cmd_v <= 1'b0;
      l_left_v <= 1'b0;
      l_right_v <= 1'b0;
      left_in_data <= 20'h00000;
      right_in_data <= 20'h00000;
   end
   always @(posedge ac97_bit_clock) begin
      if (bit_count == 255)
        ac97_synch <= 1'b1;
      if (bit_count == 15)
        ac97_synch <= 1'b0;
      if (bit_count == 128)
        ready <= 1'b1;
      if (bit_count == 2)
        ready <= 1'b0;
      if (bit_count == 255)
        begin
           l_cmd_addr <= {command_address, 12'h000};
           l_cmd_data <= {command_data, 4'h0};
           l_cmd_v <= command_valid;
           l_left_data <= left_data;
           l_left_v <= left_valid;
           l_right_data <= right_data;
           l_right_v <= right_valid;
        end
      if ((bit_count >= 0) && (bit_count <= 15))
        case (bit_count[3:0])
          4'h0: ac97_sdata_out <= 1'b1;       
          4'h1: ac97_sdata_out <= l_cmd_v;    
          4'h2: ac97_sdata_out <= l_cmd_v;    
          4'h3: ac97_sdata_out <= l_left_v;   
	  4'h4: ac97_sdata_out <= l_right_v;  
          default: ac97_sdata_out <= 1'b0;
        endcase
      else if ((bit_count >= 16) && (bit_count <= 35))
        ac97_sdata_out <= l_cmd_v ? l_cmd_addr[35-bit_count] : 1'b0;
      else if ((bit_count >= 36) && (bit_count <= 55))
        ac97_sdata_out <= l_cmd_v ? l_cmd_data[55-bit_count] : 1'b0;
      else if ((bit_count >= 56) && (bit_count <= 75))
        begin
           ac97_sdata_out <= l_left_v ? l_left_data[19] : 1'b0;
           l_left_data <= { l_left_data[18:0], l_left_data[19] };
        end
      else if ((bit_count >= 76) && (bit_count <= 95))
           ac97_sdata_out <= l_right_v ? l_right_data[95-bit_count] : 1'b0;
      else
        ac97_sdata_out <= 1'b0;
      bit_count <= bit_count+1;
   end  
   always @(negedge ac97_bit_clock) begin
      if ((bit_count >= 57) && (bit_count <= 76))
        left_in_data <= { left_in_data[18:0], ac97_sdata_in };
      else if ((bit_count >= 77) && (bit_count <= 96))
        right_in_data <= { right_in_data[18:0], ac97_sdata_in };
   end
endmodule
module ac97commands (clock, ready, command_address, command_data,
                    command_valid, volume, source);
   input clock;
   input ready;
   output [7:0] command_address;
   output [15:0] command_data;
   output command_valid;
   input [4:0] volume;
   input [2:0] source;
   reg [23:0] command;
   reg command_valid;
   reg [3:0] state;
   initial begin
      command <= 4'h0;
      command_valid <= 1'b0;
      state <= 16'h0000;
   end
   assign command_address = command[23:16];
   assign command_data = command[15:0];
   wire [4:0] vol;
   assign vol = 31-volume;   
   always @(posedge clock) begin
      if (ready) state <= state+1;
      case (state)
        4'h0:  
          begin
             command <= 24'h80_0000;
             command_valid <= 1'b1;
          end
        4'h1:  
          command <= 24'h80_0000;
        4'h3:  
          command <= { 8'h04, 3'b000, vol, 3'b000, vol };
        4'h5:  
          command <= 24'h18_0808;
        4'h6:  
          command <= { 8'h1A, 5'b00000, source, 5'b00000, source};
        4'h7:  
	  command <= 24'h1C_0F0F;
        4'h9:  
          command <= 24'h0E_8048;
        4'hA:  
          command <= 24'h0A_0000;
        4'hB:  
          command <= 24'h20_8000;
        default:
          command <= 24'h80_0000;
      endcase  
   end  
endmodule  
module volume (reset, clock, up, down, vol, disp);
   input reset, clock, up, down;
   output [3:0] vol;
   output [39:0] disp;
   reg [3:0] vol;
   reg [39:0] disp;
   reg old_up, old_down;
   always @(posedge clock)
     if (reset)
       begin
	  vol <= 0;
	  old_up <= 0;
	  old_down <= 0;
       end
     else
       begin
	  if ((up == 1) && (old_up == 0) && (vol < 15))
	    vol <= vol+1;
	  else if ((down == 1) && (old_down == 0) && (vol > 0))
	    vol <= vol-1;
	  old_up <= up;
	  old_down <= down;
       end
   always @(vol)
     case (vol[3:1])
       0: disp <= { 5{8'b00000000}};
       1: disp <= { 5{8'b01000000}};
       2: disp <= { 5{8'b01100000}};
       3: disp <= { 5{8'b01110000}};
       4: disp <= { 5{8'b01111000}};
       5: disp <= { 5{8'b01111100}};
       6: disp <= { 5{8'b01111110}};
       7: disp <= { 5{8'b01111111}};
     endcase
endmodule
module tone750hz (clock, ready, pcm_data);
   input clock;
   input ready;
   output [19:0] pcm_data;
   reg [8:0] index;
   reg [19:0] pcm_data;
   initial begin
      index <= 8'h00;
      pcm_data <= 20'h00000;
   end
   always @(posedge clock) begin
      if (ready) index <= index+1;
   end
   always @(index) begin
      case (index[5:0])
        6'h00: pcm_data <= 20'h00000;
        6'h01: pcm_data <= 20'h0C8BD;
        6'h02: pcm_data <= 20'h18F8B;
        6'h03: pcm_data <= 20'h25280;
        6'h04: pcm_data <= 20'h30FBC;
        6'h05: pcm_data <= 20'h3C56B;
        6'h06: pcm_data <= 20'h471CE;
        6'h07: pcm_data <= 20'h5133C;
        6'h08: pcm_data <= 20'h5A827;
        6'h09: pcm_data <= 20'h62F20;
        6'h0A: pcm_data <= 20'h6A6D9;
        6'h0B: pcm_data <= 20'h70E2C;
        6'h0C: pcm_data <= 20'h7641A;
        6'h0D: pcm_data <= 20'h7A7D0;
        6'h0E: pcm_data <= 20'h7D8A5;
        6'h0F: pcm_data <= 20'h7F623;
        6'h10: pcm_data <= 20'h7FFFF;
        6'h11: pcm_data <= 20'h7F623;
        6'h12: pcm_data <= 20'h7D8A5;
        6'h13: pcm_data <= 20'h7A7D0;
        6'h14: pcm_data <= 20'h7641A;
        6'h15: pcm_data <= 20'h70E2C;
        6'h16: pcm_data <= 20'h6A6D9;
        6'h17: pcm_data <= 20'h62F20;
        6'h18: pcm_data <= 20'h5A827;
        6'h19: pcm_data <= 20'h5133C;
        6'h1A: pcm_data <= 20'h471CE;
        6'h1B: pcm_data <= 20'h3C56B;
        6'h1C: pcm_data <= 20'h30FBC;
        6'h1D: pcm_data <= 20'h25280;
        6'h1E: pcm_data <= 20'h18F8B;
        6'h1F: pcm_data <= 20'h0C8BD;
        6'h20: pcm_data <= 20'h00000;
        6'h21: pcm_data <= 20'hF3743;
        6'h22: pcm_data <= 20'hE7075;
        6'h23: pcm_data <= 20'hDAD80;
        6'h24: pcm_data <= 20'hCF044;
        6'h25: pcm_data <= 20'hC3A95;
        6'h26: pcm_data <= 20'hB8E32;
        6'h27: pcm_data <= 20'hAECC4;
        6'h28: pcm_data <= 20'hA57D9;
        6'h29: pcm_data <= 20'h9D0E0;
        6'h2A: pcm_data <= 20'h95927;
        6'h2B: pcm_data <= 20'h8F1D4;
        6'h2C: pcm_data <= 20'h89BE6;
        6'h2D: pcm_data <= 20'h85830;
        6'h2E: pcm_data <= 20'h8275B;
        6'h2F: pcm_data <= 20'h809DD;
        6'h30: pcm_data <= 20'h80000;
        6'h31: pcm_data <= 20'h809DD;
        6'h32: pcm_data <= 20'h8275B;
        6'h33: pcm_data <= 20'h85830;
        6'h34: pcm_data <= 20'h89BE6;
        6'h35: pcm_data <= 20'h8F1D4;
        6'h36: pcm_data <= 20'h95927;
        6'h37: pcm_data <= 20'h9D0E0;
        6'h38: pcm_data <= 20'hA57D9;
        6'h39: pcm_data <= 20'hAECC4;
        6'h3A: pcm_data <= 20'hB8E32;
        6'h3B: pcm_data <= 20'hC3A95;
        6'h3C: pcm_data <= 20'hCF044;
        6'h3D: pcm_data <= 20'hDAD80;
        6'h3E: pcm_data <= 20'hE7075;
        6'h3F: pcm_data <= 20'hF3743;
      endcase  
   end  
endmodule

==> results.ini <==
[worst_setup_path]
crit_fanout = 2
critPathKind = register to output pin
crit_path_start = ac97.left_in_data[9]
critPathCaptureType = output pin
startpoint_type = register
arrival_ns = 3.65
critical_path_required_ns = 3.68
r2r_start = ac97.bit_count[3]

[power]
power_density_mw_per_mm2 = 279
p_sw_w = 0.000553
ir_drop_uv = 227
p_sw_share_pct = 21.7
p_seq_share_pct = 51.2
leakage_nw = 3.49
p_int_w = 0.00199
clkPwrFrac_pct = 45.5
combPwrFrac_pct = 3.3

[synth]
ys_seq_share_pct = 46.0
numSynthFlops = 138
synthCells = 791
top_area_cell = edfxtp_1
yosys_warnings = 4
syn_area_per_cell_sq_um = 9.76
yosys_cells = 791
yosys-stat-area_sq_mm = 0.00772
synthDominantCellAreaShare_pct = 30.7
synth-edff-count = 79
yosysUniqueCellTypes = 78
netlist_area_sq_mm = 0.00772
topCellsByArea = edfxtp_1 (31%), dfxtp_1 (15%), ha_1 (5.3%)
ys_async_sr_fraction_pct = 0
synthFlopType = edfxtp_1

[placed_design]
dp_hpwl_mm = 14.9
place.gp.congestion = 0.959
port_buffers = 46
place_ws_ns = 0.0160

[sta]
finalWorstSetupSlack_ns = 0.0278
slew_headroom_pct = 47.1
max_slew.worst_pin.slew_ns = 0.786
hold_viol_final = 0
fin_tns_setup_ns = 0
drv_slew = 0
fin_skew_ns = 0.0733
finalSetupViolCount = 0
rsz0062_at_grt = no

[cells_and_area]
drive_gt1_share_pct = 13.2
syn2layout_area_growth_pct = 18.1
post-route-util_pct = 48.4
nFillCells = 1712

[global_route]
grt_usage_pct = 22.6
gr-total-overflow = 0
grt_antenna_before_repair = 0
grt_pass1_vias = 6013
grt_max_degree = 52
grt_pass1_wl_mm = 33.1

[drt]
route.detailed.drc = 0
diodes = 0
wire_per_inst_microns = 18.3
drt_iter0_drc = 376
ant_nets = 0
routed_wl_mm = 20.5
firstDrtPassIters = 4
viasPerCell = 5.49
routed-via-count = 6172

[die]
dieArea_sq_mm = 0.0199
rows = 50
die_y_microns = 141
num_io_pins = 48
core_region_area_sq_mm = 0.0188
dieWidth_microns = 141
fp_util_pct = 41.0

[clock_network]
clk_pin_slew_worst_paths_ns = 0.07
hold_buffers = 0
cts.sinks = 138
tritoncts = built

[run]
log.warning_count = 71
maxCapViolCount = 0

[hold_path]
worstHoldStart = ready_sync[0]
hold_class = register to register

[status]
status = finished clean

kinds of logic after synthesis:
| family | count (synthesis) | share of synthesized area [%] |
|---|---|---|
| simple gates | 276 | 17.4 |
| buf+inv | 92 | 5.33 |
| compound gates | 198 | 17.8 |
| other cells | 1 | 0.0486 |
| flops | 138 | 46.0 |
| fa+ha+maj | 33 | 5.35 |
| xor+xnor | 22 | 2.49 |
| mux | 31 | 5.60 |
cells in the mapped netlist (4+ instances only):
library cell / number
edfxtp_1: 79
nand2_1: 75
nor2_1: 73
dfxtp_1: 59
a21oi_1: 51
ha_1: 33
inv_1: 31
o21ai_0: 29
clkbuf_1: 26
nand2b_1: 26
buf_2: 20
nand3_1: 20
nor2b_1: 18
a31oi_1: 15
nor3_1: 15
mux2i_1: 14
o211ai_1: 13
xnor2_1: 13
and3_1: 12
a211oi_1: 9
mux4_2: 9
xor2_1: 9
and2_1: 8
mux2_2: 8
a211o_1: 7
a311oi_1: 7
buf_4: 7
o31ai_1: 6
a21o_1: 5
a31o_2: 5
nor4_1: 5
o21a_1: 5
o221ai_1: 5
a22oi_1: 4
flip-flops by register name, summed over array words and instances (netlist names):
register             count
ac97.ac97_sdata_out      1
ac97.ac97_synch          1
ac97.bit_count           8
ac97.l_cmd_addr          6
ac97.l_cmd_data          8
ac97.l_cmd_v             1
ac97.l_left_data        20
ac97.l_left_v            1
ac97.l_right_data       16
ac97.left_in_data       20
ac97.ready               1
audio_reset_b            1
cmds.command            14
cmds.command_valid       1
cmds.state               4
out_data                16
ready_sync               3
reset_count             10
t7h.index                6
cell usage in the layout, fill, tap and decap left out, types with 4 or more instances in the layout:
cell,n
xnor2_1,13
nor3_1,15
clkbuf_2,4
nand3_1,20
dlymetal6s2s_1,5
nand2b_1,26
o221ai_1,4
xor2_1,9
a21oi_1,51
nor2_1,71
a311oi_1,7
a211o_1,7
o21ai_0,28
o211ai_1,13
clkbuf_16,15
mux2_2,6
ha_1,33
buf_4,38
and2_1,8
o21a_1,5
o31ai_1,6
mux4_2,9
and3_1,12
inv_1,50
dlygate4sd2_1,5
a22oi_1,4
mux2i_1,14
a21o_1,5
a31o_2,5
clkdlybuf4s50_1,30
a31oi_1,14
dfxtp_1,59
nor4_1,5
a211oi_1,9
nand2_1,73
nor2b_1,16
edfxtp_1,79
layer usage:
metal  part of all wire (%)  global-route usage [%]  vias up
li1                       -                       -     3007
met1                     45                    34.7     2917
met2                     45                    33.1      204
met3                    7.2                    5.81       44
met4                    2.9                    6.12        0
met5                      0                       0        -
worst paths after layout:
path / end / slack, ns / cells after the start
max in group clk1: t7h.index[5] / 2.87 / 5
worst min-delay path: ready_sync[1] / 0.33 / 0
worst min register to register: ready_sync[1] / 0.33 / 0
worst max register to register: ac97.left_in_data[12] / 0.34 / 6
worst max-delay path: audio_in_data[5] / 0.03 / 2
min in group clk0: ac97.l_cmd_data[14] / 0.36 / 0
through the flow:
stage,area [sq um],power (W),std cells,hold slack (ns)
2_1_floorplan,7730,0.00139,792,0.310
3_3_place_gp,8460,0.00144,1067,0.317
3_5_place_dp,8460,0.00144,1067,0.322
4_1_cts,9060,0.00258,1119,0.338
5_1_grt,9120,0.00265,1124,0.360
6_report,9120,0.00254,1124,0.333
power by group through the flow:
stage,registers [W],logic [W],clock network (W)
CTS,0.00130,0.0000843,0.00119
global route,0.00130,0.0000918,0.00125
finish,0.00130,0.0000846,0.00116
layout make-up:
class / count / area [sq um] / area share, %
clock buffers: 18 / 397 / 4.35
clock inverters: 26 / 120 / 1.32
inverters: 34 / 128 / 1.40
multi-input cells: 562 / 3830 / 42.0
flip-flops and latches: 138 / 3550 / 39.0
well taps: 260 / 325 / 3.57
repair buffers: 86 / 767 / 8.41
repair_timing:
action	CTS	global route
pin swaps	7	7
endpoints found under the setup margin	14	11
resized	22	18
setup buffers	9	5
critical path, cell delays in order, from the launching register on:
cell and delay [ns]:
edfxtp_1 0.40, a221o_1 0.41, buf_2 0.14
Power is estimated from default activity; no workload was simulated.
